[./run.sh]
#!/bin/bash
# OpenROAD 26Q1-2900-gdf79404cd8, Yosys 0.63+post, stock flow scripts
make -C /OpenROAD-flow-scripts/flow DESIGN_CONFIG=/design/flow/config.mk WORK_HOME=/design/flow/orfs finish
[./config.mk]
export PLATFORM = sky130hd
export DESIGN_NAME = top
export DESIGN_NICKNAME = top
export VERILOG_FILES = /design/flow/design.v
export SDC_FILE = /design/flow/constraint.sdc
export NUM_CORES = 4
export LEC_CHECK = 1
export CORE_AREA = 10 10 70 70
export DIE_AREA = 0 0 80 80
[./constraint.sdc]
current_design top

set clk_period 1.3
set clk_io_pct 0.2

create_clock -name clk0 -period $clk_period [get_ports {clk}]

set non_clock_inputs [all_inputs -no_clocks]
set_input_delay [expr $clk_period * $clk_io_pct] -clock clk0 $non_clock_inputs
set_output_delay [expr $clk_period * $clk_io_pct] -clock clk0 [all_outputs]
[./design.v]
module top #(
       	parameter NUMWIDTH = 8
	)	
	(
	input 				clk,
	input				rst,
	output reg [NUMWIDTH-1:0] 	rot
);
	reg [NUMWIDTH-1:0]	tmp;
	always @(posedge clk or negedge rst) begin
		if (!rst) begin
			rot <= 'b0;
		end else begin
			if (rot[NUMWIDTH-1] == 1) begin
				rot <= 'b0;
			end else begin
				if (rot == 0) begin
					rot[0] <= 1;
				end else begin
					rot <= rot<<1;
				end
			end
		end
	end
endmodule
==> Changelog: implementation <==
### Physical design

* Ys async rst share at 1.00
* Detailed Route WL at ~700 um
* Top cell type by total area after synthesis: sky130_fd_sc_hd__dfrtp_1
* Placed Instances at roughly 73
* Top post-synthesis cells by count: sky130_fd_sc_hd__dfrtp_1, sky130_fd_sc_hd__and2b_2, sky130_fd_sc_hd__or4_1
* Gr usage total at 0.0219
* Area of all placed cells without fillers at 485 um2
* Top cells by area: sky130_fd_sc_hd__dfrtp_1, sky130_fd_sc_hd__and2b_2, sky130_fd_sc_hd__or4_1
* Count of different cell masters after synthesis at 4
* Total I/O pin count at 10
* Top Registers: rot (8)
* Number of flip-flops in the largest register at 8
* Internal power of the cells at 357 uW
* Clock tree from TritonCTS: built
* Required time of the critical path at 1.49 ns
* Net switching power of the design at ~85 uW
* Headroom to the max-slew limit at 0.773
* Antenna violations before repair at 0
* Tool warning count at 25
* Diodes inserted at 0
* Worst setup path class: reg2reg
* Status: complete, no violations
* Final cycle utilization of the critical path at 0.962
* DRC Markers at 0
* Netlist Area Pre-Place at 280 um2
* Sequential group share of total power at 0.563
* Number of standard-cell rows in the floorplan at 21
* Number of standard cells in the final layout excluding fillers at 81
* Vias per cell at 2.56
* Transition at the pin with the smallest max-transition slack at 0.339 ns
* Total number of H-tree levels at 1
* Slowest cell on crit path: sky130_fd_sc_hd__or4_4
* Register share after synthesis at 0.714
* Final RePlAce weighted congestion at 0.761
* Max clock buf depth at 2
* Proportion of power drawn by the clock network at 0.421
* Number of buffers added by the clock tree synthesis step at 3
* Cell count in the Yosys report at 18
* Delay of the slowest critical-path stage at approximately 0.52 ns
* Time the worst path needs with I/O delays and setup at between 1 and 1.5 ns
* Late-Pin Clk Latency at 0.25 ns
* Final core utilization at 0.142
* Cells along the critical path: buf_4 -> or4_4 -> nor2_2
* Setup TNS at 0 ns
* Clock root buffer: sky130_fd_sc_hd__clkbuf_4
* Mean instance size in the synthesized netlist at roughly 16 um2
* Total cell area at the placement stage at 428 um2
* Switching share of power at 0.192
* Maximum resistive drop on vdd at 0.361 mV
* Largest driver fanout on the critical path at 7
* Growth of design area from synthesis to finish at 73.2%
* Clock transition time at the flip-flop clock pins of the worst setup and hold paths at 0.05 ns
* Leak at about 0.00026 uW
* Total cell area reported by yosys after synthesis at 280 um2
* First-pass iteration count of the detailed router at 2
* Post-synth regs at 8
* Fillers at 401
* Kind of end point of the critical path: flop
* Width of the die at around 80 um
* Arrival time of the worst setup path at 1.44 ns
* Area of the chip at 6400 um2
* Routed length per instance at 8.60 um
* Final-report max-slew violation count at 0
* Number of maximum-capacitance violations at 0
* Post-Syn Instances at 18
* Launching element type of the critical path: flop
* Sequential Area at just over 200 um2
* Combinational Power Share at 0.016
* Total grt overflow at 0
* Height of the die at 80 um
* RSZ-0062 raised after global routing: no
* Combinational gate area at 86.3 um2
* DRC marker count from the first detailed-route iteration at 1
* Smallest setup slack after layout at approximately 0.049 ns
* Final Setup Violations at 0
* Highest Clock Rate at 0.800 GHz
* Register bank with the most flops: rot
* Power density cells at ~910 nW/um2
* DRT antenna net count at 0
* Predominant post-synthesis flop cell: sky130_fd_sc_hd__dfrtp_1
* First-pass GRT wire length at 1090 um
* Number of warnings issued by yosys at 1
* Sink Count at 8
* Worst hold path type: in2async
* Post-place setup slack at 0.115 ns
* Overall via count from detail_route at roughly 210
* Area of the core at 3420 um2
* Area fraction of the dominant cell type after synthesis at 0.714
* Share of cells above drive strength 1 at 0.514
* Vias in the first global route at 231
* Buffers added on ports at 9
* Post-synth EDFFs at 0
* Final Hold Fails at 0
* Pre-Place Util at 0.0821
* Library cell with the highest instance count after synthesis: sky130_fd_sc_hd__dfrtp_1
* Largest net degree at the start of global routing at 9
* Clock skew at between 0.001 and 0.0015 ns
==> final cells by class <==
cell class              instances  share of cell area
clock buffers                   3              0.0464
multi-input cells              10               0.178
flip-flops and latches          8               0.415
well taps                      46               0.119
repair buffers                 14               0.242
==> critical path, delay by kind of cell, from the launching register on <==
kind,cells,cell delay (ns)
buf+inv,1,0.15
flops,1,0.41
simple gates,2,0.63
==> worst paths after layout <==
| kind | slack, ns | cells past startpoint | end | startpoint |
|---|---|---|---|---|
| setup reg to reg | 0.05 | 3 | rot[0] | rot[7] |
| min in group clk0 | 0.53 | 1 | rot[2] | rot[1] |
| max in group asynchronous | 0.76 | 1 | rot[7] | rst |
| hold reg to reg | 0.53 | 1 | rot[2] | rot[1] |
| setup / recovery | 0.05 | 3 | rot[0] | rot[7] |
| hold / removal | 0.28 | 1 | rot[3] | rst |
==> stage by stage <==
step | total power [uW] | hold WS (ns)
global route | 463 | 0.302
global placement | 261 | 0.515
detailed placement | 261 | 0.515
finish | 443 | 0.276
CTS | 448 | 0.280
floorplan | 254 | -0.0356
==> power groups by stage <==
stage	Sequential, uW	Combinational [uW]	Clock [uW]
6_report	249	6.98	186
5_1_grt	249	8.24	206
4_1_cts	249	7.23	191
==> placed cells by master, fill, tap and decap left out, drive strengths merged <==
cell	instances
clkbuf	3
nor2	1
and2b	7
dfrtp	8
clkdlybuf4s50	1
dlygate4sd2	8
or4	2
buf	5
==> per-layer routing <==
layer | wire length (um) | GRT usage | vias up
li1 | - | - | 93
met1 | 362 | 0.0318 | 104
met2 | 270 | 0.0273 | 10
met3 | 64 | 0.0136 | 0
met4 | 0 | 0.00176 | 0
met5 | 0 | 0 | -
==> what timing repair did <==
action | in CTS | in global routing
gates resized | 9 | 2
hold buffers | 0 | 0
cloned | 0 | 0
endpoints found under the setup margin | 8 | 1
hold endpoints to repair | 0 | 0
pin swaps | 0 | 1
setup buffers | 5 | 0
==> kinds of logic (layout without fill, tap and decap cells) <==
family                 after synthesis  after routing  synth area share
AND/OR/NAND/NOR                     10             10             0.286
flip-flops                           8              8             0.714
buffers and inverters                0             17                 0
Power and IR drop assume default switching activity.
